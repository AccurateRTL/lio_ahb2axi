--- flow/config.mk ---
export PLATFORM = sky130hd
export DESIGN_NAME = ahb2axi
export DESIGN_NICKNAME = ahb2axi
export VERILOG_FILES = /design/flow/design.v
export SDC_FILE = /design/flow/constraint.sdc
export NUM_CORES = 4
export LEC_CHECK = 1
export CORE_AREA = 10 10 183 183
export DIE_AREA = 0 0 193 193
--- flow/constraint.sdc ---
current_design ahb2axi

set clk_period 7.9
set clk_io_pct 0.2

create_clock -name clk0 -period $clk_period [get_ports {clk}]

set non_clock_inputs [all_inputs -no_clocks]
set_input_delay [expr $clk_period * $clk_io_pct] -clock clk0 $non_clock_inputs
set_output_delay [expr $clk_period * $clk_io_pct] -clock clk0 [all_outputs]
--- flow/design.v ---
module ahb2axi #(parameter A_WIDTH = 32, D_WIDTH = 32, ID_WIDTH = 4, USER_WIDTH=4)
(
  input   clk,
  input   rst_n,
  output logic   [ ID_WIDTH-1:0]       awid,
  output logic   [  A_WIDTH-1:0]       awaddr,
  output logic   [ 7:0]                awlen,
  output logic   [ 2:0]                awsize,
  output logic   [ 1:0]                awburst,
  output logic                         awlock,
  output logic   [ 3:0]                awcache,
  output logic   [ 2:0]                awprot,
  output logic   [ 3:0]                awregion,
  output logic   [ USER_WIDTH-1:0]     awuser,
  output logic   [ 3:0]                awqos,
  output logic                         awvalid,
  input                                awready,
  output logic   [    D_WIDTH-1:0]     wdata,
  output logic   [(D_WIDTH/8)-1:0]     wstrb,
  output logic                         wlast,
  output logic   [ USER_WIDTH-1:0]     wuser,
  output logic                         wvalid,
  input                                wready,
  input          [ ID_WIDTH-1:0]       bid,
  input          [ 1:0]                bresp,
  input                                bvalid,
  input          [ USER_WIDTH-1:0]     buser,
  output logic                         bready,
  output logic   [ ID_WIDTH-1:0]       arid,
  output logic   [ A_WIDTH-1:0]        araddr,
  output logic   [ 7:0]                arlen,
  output logic   [ 2:0]                arsize,
  output logic   [ 1:0]                arburst,
  output logic                         arlock,
  output logic   [ 3:0]                arcache,
  output logic   [ 2:0]                arprot,
  output logic   [ 3:0]                arregion,
  output logic   [ USER_WIDTH-1:0]     aruser,
  output logic   [ 3:0]                arqos,
  output logic                         arvalid,
  input                                arready,
  input          [ ID_WIDTH-1:0]       rid,
  input          [ D_WIDTH-1:0]        rdata,
  input          [ 1:0]                rresp,
  input                                rlast,
  input                                rvalid,
  input          [ USER_WIDTH-1:0]     ruser,
  output logic                         rready,
  input               hbusreq,
  output logic        hgrant, 
  input        [31:0] haddr, 
  input        [1:0]  htrans,
  input        [1:0]  hsize,
  output logic        hready,
  input               hwrite,
  input        [31:0] hwdata,
  output logic [1:0]  hresp, 
  output logic [31:0] hrdata 
);
typedef enum {
    WAITING_AHB_TRANS,
    REQUESTING_AW_TRANS,
    REQUESTING_W_TRANS,
    WAITING_B_RESP,
    REQUESTING_AR_TRANS,
    WAITING_R_RESP
} ahb2axi_sm_states;
ahb2axi_sm_states stt;
assign awlen    = 8'h0;
assign awsize   = 2'b10;    
assign awburst  = 2'b00;    
assign awlock   = 1'b0; 
assign awcache  = 3'b000;   
assign awprot   = 3'b011;
assign awregion = '0;
assign awuser   = '0;
assign awqos    = '0; 
assign wdata  = hwdata;
assign wstrb  = '1;
assign wlast  = 1'b1;
assign wuser  = '0;
assign arlen    = 8'h0;
assign arsize   = 2'b10;    
assign arburst  = 2'b00;    
assign arlock   = 1'b0; 
assign arcache  = 3'b000;   
assign arprot   = 3'b011;
assign arregion = '0;
assign aruser   = '0;
assign arqos    = '0; 
assign  hresp = 2'h0;
always_comb begin
  if (stt==WAITING_R_RESP)
     hrdata = rdata;
  else
     hrdata = '0;
end  
always_comb begin
  case (stt)
    WAITING_AHB_TRANS: 
      hready = 1'b1;
    REQUESTING_AW_TRANS:
      hready = 1'b0;
    REQUESTING_W_TRANS:
      hready = 1'b0;
    WAITING_B_RESP:
      hready = bvalid;
    REQUESTING_AR_TRANS:  
      hready = 1'b0;
    WAITING_R_RESP:
      hready = rvalid;
    default: begin
      hready = 1'b0;
    end
  endcase
end
always_ff @(posedge clk or negedge rst_n) begin
  if (!rst_n) 
    hgrant <= 1'b0;
  else
    hgrant <= hbusreq;  
end
always_ff @(posedge clk or negedge rst_n) begin
  if (!rst_n) begin
    stt          <= WAITING_AHB_TRANS;
    awvalid      <= 1'b0;
    arvalid      <= 1'b0;
    awid         <= '0;
    arid         <= '0;
    wvalid       <= 1'b0;
    bready       <= 1'b0;
    rready       <= 1'b0;
  end
  else begin
    case (stt)
      WAITING_AHB_TRANS: begin
        if (htrans==2'b10) begin
          if (hwrite) begin  
            stt          <= REQUESTING_AW_TRANS;
            awvalid      <= 1'b1;
            awaddr       <= haddr;
          end
          else begin
            stt          <= REQUESTING_AR_TRANS;
            arvalid      <= 1'b1;
            araddr       <= haddr; 
          end
        end
      end
      REQUESTING_AW_TRANS: begin
        if (awready) begin
          stt     <= REQUESTING_W_TRANS;
          awvalid <= 1'b0;
          wvalid  <= 1'b1;
        end
      end
      REQUESTING_W_TRANS: begin
        if (wready) begin
          wvalid  <= 1'b0;
          stt     <= WAITING_B_RESP;
          bready  <= 1'b1;
        end
      end
      WAITING_B_RESP: begin
        if (bvalid) begin
          if (htrans==2'b00) 
            stt    <= WAITING_AHB_TRANS;
          else begin
            if (hwrite) begin  
              stt          <= REQUESTING_AW_TRANS;
              awvalid      <= 1'b1;
              awaddr       <= haddr;
            end
            else begin
              stt          <= REQUESTING_AR_TRANS;
              arvalid      <= 1'b1;
              araddr       <= haddr;
            end 
          end
          bready <= 1'b0;
          awid   <= awid + 1;
        end
      end
      REQUESTING_AR_TRANS: begin
        if (arready) begin
          arvalid     <= 1'b0;
          stt         <= WAITING_R_RESP;
          rready      <= 1'b1;
        end
      end
      WAITING_R_RESP: begin
        if (rvalid) begin
          rready      <= 1'b0;
          arid        <= arid + 1;
          if (htrans==2'b00) 
            stt    <= WAITING_AHB_TRANS;
          else begin
            if (hwrite) begin  
              stt          <= REQUESTING_AW_TRANS;
              awvalid      <= 1'b1;
              awaddr       <= haddr;
            end
            else begin
              stt          <= REQUESTING_AR_TRANS;
              arvalid      <= 1'b1;
              araddr       <= haddr;
            end
          end
        end
      end
      default: begin
        stt <= WAITING_AHB_TRANS;
      end
    endcase  
  end    
end
endmodule
--- flow/run.sh ---
#!/bin/bash
# OpenROAD 26Q1-2900-gdf79404cd8, Yosys 0.63+post, stock flow scripts
make -C /OpenROAD-flow-scripts/flow DESIGN_CONFIG=/design/flow/config.mk WORK_HOME=/design/flow/orfs finish
==> Changelog: implementation <==
## Implementation

* Max Clk Rate at 214 MHz
* Remaining antenna violation count at 0
* Pwr/cell area at 159 nW/um2
* Tool warnings at 48
* Worst-Margin Slew at 0.527 ns
* Flop area at 2420 um2
* First-pass GRT wire length at 15400 um
* Fin. Hold Viols at 0
* RD Place Congestion at 0.746
* R2r setup slk at 5.70 ns
* Latest clock arrival within the worst-skew pair at 0.34 ns
* CTS root buf: clkbuf_16
* Rel. slew slack at 64.9%
* PostCTS Resize Cnt at 0
* Initial antenna violation count at 0
* Fp util at 13.2%
* M1 GR Usage at 7.30%
* Largest net degree at the start of global routing at 39
* Mapped Cells at 294
* Setup crit end kind: output pin
* Final min period at 4.67 ns
* Crit path launch: bvalid
* H-tree depth at 3
* Detailed Route WL at 11300 um
* Core box area at 29600 um2
* Die W at 193 um
* Worst Hold Path EP: awid[3]$_DFFE_PN0P_
* Design Power at 958 uW
* Critical path arrival at 3.09 ns
* Synthesized registers at 84
* Gr usage total at 5.54%
* Cell taking the most area after synthesis: edfxtp_1
* Gr busiest metal: met2
* Diodes inserted at 0
* GRT overflow at 0
* CTS max path bufs at 2
* DR vias at 2426
* Port bufs at 185
* R2R Path Start: stt[4]$_DFF_PN0_
* Leakage at 2.26 nW
* TritonCTS Sinks at 84
* Max incr delay on CP at 0.51 ns
* Wire per inst at 13.3 um
* Crit path required time at 6.32 ns
* Non-Filler Instances at 851
* Setup_tns at 0 ns
* Worst hold path startpoint: awid[3]$_DFFE_PN0P_
* RR Endpoint: awaddr[3]$_DFFE_PP_
* Vias per cell at 2.85
* Placed cells at 835
* Post-CTS setup buffers at 0
* Area leader share at 49.2%
* Met2 Track Usage GR at 8.39%
* Post-CTS Hold Fix Bufs at 0
* Combinational gate area at 917 um2
* Synth Seq Share at 62.1%
* Total CTS buffers at 9
* Cell count of the worst reg-to-reg path at 5
* Drt first-iter violations at 78
* Mapped Area at 3900 um2
* Outcome: completed
* Yosys cell count at 294
* Nature of the critical path startpoint: input pin
* Worst hold path depth at 1
* Fin Hold WS at 0.474 ns
* Top cells by area: edfxtp_1 49%, buf_4 21%, dfrtp_1 12%
* Clk slew on worst S/H paths at 0.07 ns
* Full die area at 37200 um2
* Number of setup violations in the final report at 0
* M3 GR Usage at 2.63%
* Final Max Tran Viols at 0
* Synth unique cells at 34
* Crit-path cells: clkdlybuf4s50_1, nand2_1, nand2_1, or2_2, clkdlybuf4s50_1
* DRC at 0
* Share of post-route cells with drive strength above 1 at 7.38%
* Worst vdd ir at 0.0750 mV
* Mapped Avg Cell Area at 13.3 um2
* Hold crit path type: reg2reg
* Yosys stat chip area at 3900 um2
* Vias in the first global route at 2533
* Die Span Y at 193 um
* Max_cap viols at 0
* RSZ-0062 raised after global routing: false
* Area growth syn-to-layout at 54.2%
* Yosys warning tally at 1
* Detail Placement HPWL at 9290 um
* Drt pass-1 iters at 4
* Rows at 63
* Final period util at 59.1%
* Fin Clk Skew at 0.0114 ns
* CP max FO at 5
* CTS tree: built
* Slowest CP cell: clkdlybuf4s50_1
* Crit path kind: in2out
* Ports at 350
* Layout fillers at 3179
-- report_power, final --
| group | total (mW) | internal [mW] | switching [mW] | leakage, nW |
|---|---|---|---|---|
| Combinational | 0.0516 | 0.0357 | 0.0159 | 1.27 |
| Clock | 0.430 | 0.249 | 0.180 | 0.141 |
| Sequential | 0.477 | 0.476 | 0.000578 | 0.846 |
-- cell usage after synthesis (all sizes together) --
cell type	number
a2111oi	1
a21bo	2
a21o	2
a21oi	8
a222oi	1
and2	32
and2b	2
and3	2
buf	110
clkbuf	3
conb	2
dfrtp	19
dfstp	1
edfxtp	64
ha	2
inv	1
mux2	2
nand2	11
nand2b	5
nand3	4
nor2	2
nor2b	1
nor3	1
o21a	1
o21ai	7
o22ai	1
or2	1
xnor2	4
xor2	2
-- layer usage --
layer  vias to the layer above  wire [um]
li1                       1131          -
met1                      1098       4810
met2                       179       4900
met3                        18       1460
met4                         0        145
met5                         -          0
-- per-stage QoR --
stage	cell area [um2]	setup slack [ns]	utilization, %
2_1_floorplan	4190	4.29	-
3_3_place_gp	5710	3.20	19.3
3_5_place_dp	5710	3.22	19.3
4_1_cts	6020	3.21	20.4
5_1_grt	6020	3.11	20.4
6_report	6020	3.23	20.4
-- worst max-delay path by stage --
| stage | end | slack [ns] |
|---|---|---|
| CTS | hready | 3.21 |
| global route | hready | 3.11 |
| finish | hready | 3.23 |
-- final cells by class --
class / instances / area share [%]
clock inverter: 7 / 1.35
tap: 390 / 8.10
clock buffer: 9 / 3.74
multi-input combinational: 171 / 15.2
inverter: 1 / 0.0623
timing repair buffer: 189 / 31.3
sequential: 84 / 40.3
-- layout by cell type (no fill, tap or decap) --
| master | n |
|---|---|
| o22ai_1 | 1 |
| clkbuf_16 | 9 |
| nor3_1 | 1 |
| xnor2_1 | 4 |
| bufinv_16 | 1 |
| and2b_1 | 1 |
| o21ai_0 | 7 |
| inv_1 | 1 |
| nand2_1 | 11 |
| a222oi_1 | 1 |
| a21oi_2 | 2 |
| nand2b_4 | 1 |
| a21o_1 | 2 |
| nor2b_1 | 1 |
| nand3_1 | 4 |
| conb_1 | 77 |
| dfstp_2 | 1 |
| edfxtp_1 | 64 |
| dfrtp_1 | 19 |
| a2111oi_4 | 1 |
| mux2_2 | 2 |
| and2b_2 | 1 |
| and2_1 | 32 |
| ha_1 | 2 |
| o21a_1 | 1 |
| clkdlybuf4s50_1 | 185 |
| a21bo_2 | 2 |
| nand2b_1 | 3 |
| xor2_1 | 2 |
| nor2_1 | 2 |
| inv_8 | 1 |
| a21oi_1 | 6 |
| nand2b_2 | 1 |
| and3_2 | 2 |
| clkinvlp_4 | 3 |
| or2_2 | 1 |
| inv_6 | 2 |
| buf_4 | 4 |
-- state kept, by name (all words and copies together) (netlist names) --
register and count:
araddr 32, awaddr 32, stt 6, arid 4, awid 4, arvalid 1, awvalid 1, bready 1
hgrant 1, rready 1, wvalid 1
-- cell families (layout without fill, tap and decap cells) --
| logic type | after synthesis | count (layout) | share of synthesized area [%] |
|---|---|---|---|
| buffers and inverters | 114 | 206 | 21.6 |
| AND/OR/NAND/NOR | 61 | 61 | 9.20 |
| multiplexers | 2 | 2 | 0.577 |
| flip-flops | 84 | 84 | 62.1 |
| adder cells (fa/ha/maj) | 2 | 2 | 0.641 |
| XOR/XNOR | 6 | 6 | 1.35 |
| other | 2 | 77 | 0.192 |
| AND-OR/OR-AND | 23 | 23 | 4.33 |
-- worst max-delay path: cells and delay by family --
kind | cells | cell delay [ns]
simple gates | 3 | 0.59
buf+inv | 2 | 0.92
Power and IR drop assume default switching activity.
